==> config.mk <==
export PLATFORM = sky130hd
export DESIGN_NAME = ZRegister
export DESIGN_NICKNAME = ZRegister
export VERILOG_FILES = /design/flow/design.v
export SDC_FILE = /design/flow/constraint.sdc
export NUM_CORES = 4
export LEC_CHECK = 1
export CORE_UTILIZATION = 30
==> constraint.sdc <==
current_design ZRegister

set clk_period 1.1
set clk_io_pct 0.2

create_clock -name clk0 -period $clk_period [get_ports {Clock}]

set non_clock_inputs [all_inputs -no_clocks]
set_input_delay [expr $clk_period * $clk_io_pct] -clock clk0 $non_clock_inputs
set_output_delay [expr $clk_period * $clk_io_pct] -clock clk0 [all_outputs]
==> design.v <==
`timescale 1ns/10ps
module ZRegister (
    input [63:0] ALU_Result,
    input Clock,
    input Clear,
    input Zin,
    input Zlowout,
    output [31:0] BusMuxIn,
    output [31:0] Z_High,
    output [31:0] Z_Low
);
    reg [63:0] Data;
    assign BusMuxIn = Zlowout ? Data[31:0] : 32'bz;
    assign Z_High = Data[63:32];
    assign Z_Low = Data[31:0];
    always @(posedge Clock or posedge Clear) begin
        if (Clear)
            Data <= 64'b0;
        else if (Zin)
            Data <= ALU_Result;
    end
endmodule
==> run.sh <==
#!/bin/bash
# OpenROAD 26Q1-2900-gdf79404cd8, Yosys 0.63+post, stock flow scripts
make -C /OpenROAD-flow-scripts/flow DESIGN_CONFIG=/design/flow/config.mk WORK_HOME=/design/flow/orfs finish
==> impl_summary.log <==
[report] implementation figures
INFO  metric maxClockFrequency = 851 MHz
INFO  metric core-area = 9330 µm²
INFO  metric cts-buffers-inserted = 9
INFO  metric vias_in_the_first_global_route = roughly 2,000
INFO  metric drive_gt1_share = 64.8%
INFO  metric placement_rows = 35
INFO  metric pwr-share-comb = between 20% and 30%
INFO  metric first_pass_iters = 2
INFO  metric core_util_floorplan = roughly a third
INFO  metric numClockSinks = roughly 64
INFO  metric final.setup_skew = 0 ns
INFO  metric overall_track_demand_over_capacity_in_global_routing = around 13%
INFO  metric grt_setup_unrepaired = true
INFO  metric largest_register_ffs = 64
INFO  metric actual_slew_at_the_worst_max_slew_pin = roughly 0.19 ns
INFO  metric post-dp-hpwl = 4.25 mm
INFO  metric hold_path_class = in -> async
INFO  metric final.fill_count = roughly 800
INFO  metric fin_crit = 1.17 ns
INFO  metric syn_area_per_cell = about 17 µm²
INFO  metric ys.warnings.count = 2
INFO  metric openroad_warning_count = 28
INFO  metric timing.max_slew.rel_slack = roughly 87%
INFO  metric crit_type = reg -> out
INFO  metric timing.final.crit_share = 107%
INFO  metric clk_root_buffer_cell = clkbuf_8
INFO  metric die_width = between 100 and 150 µm
INFO  metric synth.yosys.chip_area = approximately 2900 µm²
INFO  metric vias = approximately 2,000
INFO  metric placed_area = about 4500 µm²
INFO  metric placement.io_buffers = approximately 160
INFO  metric detail_route.wirelength = 6.39 mm
INFO  metric initialDrtViolationCount = 24
INFO  metric syn_to_final_growth = 65.4%
INFO  metric htreeDepth = 3
INFO  metric synthDistinctLibCells = 7
INFO  metric mappedNetlistArea = between 2000 and 3000 µm²
INFO  metric ant_nets = 0
INFO  metric synth.yosys.num_cells = between 150 and 200
INFO  metric vias_per_cell = around 4
INFO  metric violations = negative setup slack
INFO  metric power.internal = approximately 0.0054 W
INFO  metric p_leak = roughly 2.4 nW
INFO  metric routed_wire_length_per_instance = 12.9 µm
INFO  metric setup_slack = -0.0745 ns
INFO  metric finish.instance_area = 4830 µm²
INFO  metric maximum_number_of_pins_on_one_net_before_global_route_repair = 36
INFO  metric initial_antenna_violation_count = 0
INFO  metric largestRegisters = Data (64)
INFO  metric clock_latency = 0.32 ns
INFO  metric sw_frac_of_total = approximately a fifth
INFO  metric p_per_area = approximately 1400 nW/µm²
INFO  metric finalHoldViolCount = 0
INFO  metric share_seq_of_total_power = between 40% and 50%
INFO  metric cts-hold-fix-buffers = 0
INFO  metric drv_cap = 0
INFO  metric yosysSeqAreaShare = between 50% and 60%
INFO  metric status = complete, but fails checks
INFO  metric grt_first_pass_wirelength = 9.80 mm
INFO  metric gr-total-overflow = 0
INFO  metric clkPwrFrac = ~37%
INFO  metric die_height = slightly above 100 µm
INFO  metric number_of_slew_limit_violations_in_the_final_report = 0
INFO  metric path_clk_slew = roughly 0.07 ns
INFO  metric setup_tns = -1.28 ns
INFO  metric p_sw = 0.00138 W
INFO  metric critical_path.startpoint_type = flop
INFO  metric synth_cells = 168
INFO  metric largest-register = Data
INFO  metric peakVddDrop = roughly 0.7 mV
INFO  metric io_pins = between 150 and 200
INFO  metric critPathArrivalTime = between 0.9 and 1 ns
INFO  metric worst_setup_path_end_kind = output port
INFO  metric cts_buffer_depth = 2
INFO  metric synth-seq-cells = 64
INFO  metric route.detailed.drc = 0
INFO  metric maximum_fanout_along_the_worst_path = 2
INFO  metric num_antenna_cells = 0
INFO  metric die_area = 10,100 µm²
INFO  metric gpl.final_weighted_congestion = between 0.7 and 0.8
INFO  metric setup_viol = 23
INFO  metric lay_top_count = buf_2
INFO  metric critical_path_required = 0.88 ns
INFO  metric final_layout_top_logic_cells = buf_2, clkdlybuf4s50_1, dfrtp_1
INFO  metric tritoncts = built
[area by class of cell]
| class | instances | area [µm²] | area share (%) |
|---|---|---|---|
| clock inverters | 5 | 103 | 2.12 |
| inverters | 1 | 7.51 | 0.155 |
| flip-flops and latches | 64 | 1600 | 33.1 |
| multi-input cells | 64 | 946 | 19.6 |
| repair buffers | 221 | 1860 | 38.5 |
| well taps | 129 | 161 | 3.34 |
| clock buffers | 11 | 151 | 3.13 |
[stage by stage]
step	total power (W)	std cells	util [%]	setup WS, ns	hold WS (ns)
finish	0.00676	495	51.8	-0.0745	0.301
global route	0.00712	495	51.8	-0.127	0.304
CTS	0.00683	493	50.9	-0.106	0.292
detailed placement	0.00418	427	47.7	0.00758	0.491
global placement	0.00418	427	47.7	0.0147	0.495
floorplan	0.00335	168	-	0.149	0.351
[kinds of logic after synthesis]
logic type	count (synthesis)	synth area share, %
buffers and inverters	40	12.8
flip-flops	64	54.8
multiplexers	64	32.4
[final timing paths]
| path | start | to | slack, ns | cells after the start |
|---|---|---|---|---|
| max | Data[28]$_DFFE_PP0P_ | Z_Low[28] | -0.07 | 2 |
| min | Clear | Data[19]$_DFFE_PP0P_ | 0.30 | 3 |
| max reg2reg | Data[9]$_DFFE_PP0P_ | Data[9]$_DFFE_PP0P_ | 0 | 4 |
| min reg2reg | Data[45]$_DFFE_PP0P_ | Data[45]$_DFFE_PP0P_ | 0.51 | 1 |
| max in group asynchronous | Clear | Data[42]$_DFFE_PP0P_ | 0.60 | 3 |
| min in group clk0 | Zin | Data[1]$_DFFE_PP0P_ | 0.40 | 3 |
[per-layer routing]
| metal | vias up | track usage [%] | wire length (µm) |
|---|---|---|---|
| li1 | 923 | - | - |
| met5 | - | 0 | 0 |
| met1 | 955 | 19.4 | 2880 |
| met2 | 95 | 18.8 | 2840 |
| met4 | 0 | 1.45 | 57 |
| met3 | 7 | 4.16 | 615 |
[worst max-delay path, cell delays in order, from the launching register on]
cell	delay [ns]
dfrtp_1	0.40
buf_6	0.12
buf_6	0.10
[power groups by stage]
| stage | Clock (W) | Sequential (W) | Combinational [W] |
|---|---|---|---|
| after CTS | 0.00264 | 0.00273 | 0.00146 |
| after global routing | 0.00273 | 0.00276 | 0.00162 |
| final | 0.00253 | 0.00273 | 0.00150 |
[synth_stat cells]
library cell | count | share of area [%]
mux2_2 | 4 | 1.5
dfrtp_1 | 64 | 55
mux2_4 | 60 | 31
buf_12 | 6 | 4.1
buf_4 | 32 | 8.2
buf_6 | 1 | 0.39
inv_1 | 1 | 0.13
[repair_timing]
item,4_1_cts,5_1_grt
endpoints found under the setup margin,96,60
setup buffers,50,4
resized,325,13
Power is estimated from default activity; no workload was simulated.
