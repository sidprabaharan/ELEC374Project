===== ./run.sh =====
#!/bin/bash
# OpenROAD 26Q1-2900-gdf79404cd8, Yosys 0.63+post, stock flow scripts
make -C /OpenROAD-flow-scripts/flow DESIGN_CONFIG=/design/flow/config.mk WORK_HOME=/design/flow/orfs finish

===== ./design.v =====
`timescale 1ns/10ps
module MDRRegister (
    input [31:0] BusMuxOut,
    input [31:0] Mdatain,
    input Clock,
    input Clear,
    input MDRin,
    input MDRout,
    input Read,
    output [31:0] BusMuxIn,
    output [31:0] MDR_Out
);
    reg [31:0] Data;
    assign BusMuxIn = MDRout ? Data : 32'bz;
    assign MDR_Out = Data;
    always @(posedge Clock or posedge Clear) begin
        if (Clear)
            Data <= 32'b0;
        else if (MDRin)
            Data <= Read ? Mdatain : BusMuxOut;
    end
endmodule

===== ./constraint.sdc =====
current_design MDRRegister

set clk_period 1.2
set clk_io_pct 0.2

create_clock -name clk0 -period $clk_period [get_ports {Clock}]

set non_clock_inputs [all_inputs -no_clocks]
set_input_delay [expr $clk_period * $clk_io_pct] -clock clk0 $non_clock_inputs
set_output_delay [expr $clk_period * $clk_io_pct] -clock clk0 [all_outputs]

===== ./config.mk =====
export PLATFORM = sky130hd
export DESIGN_NAME = MDRRegister
export DESIGN_NICKNAME = MDRRegister
export VERILOG_FILES = /design/flow/design.v
export SDC_FILE = /design/flow/constraint.sdc
export NUM_CORES = 4
export LEC_CHECK = 1
export CORE_UTILIZATION = 40

==> results.rst <==
Synthesis and place-and-route
=============================

.. list-table::
   :header-rows: 1

   * - Metric
     - Value
   * - Pin count of the biggest net entering global routing
     - 33
   * - Post-layout min period
     - 1160 ps
   * - Global-route usage over all layers
     - about a fifth
   * - Horizontal die dimension
     - 68.2 µm
   * - Number of buffer cells added on primary ports
     - roughly 130
   * - Wire length of the first global-routing pass
     - 6860 µm
   * - Critical path startpoint category
     - flip-flop
   * - Average wire length per cell after detail routing
     - approximately 13 µm
   * - Clock tree root driver cell
     - clkbuf_8
   * - Critical Path End Type
     - output pin
   * - Cell taking the most area after synthesis
     - dfrtp_1
   * - Arrival time reported for the critical path endpoint
     - 920 ps
   * - Largest registers ranked by flip-flop count
     - Data: 32 flops
   * - Max rail drop VDD
     - ~0.0007 V
   * - Timing-limited maximum frequency
     - about 860 MHz
   * - Worst Setup Path Type
     - flip-flop to output pin
   * - Clock-pin slew of the registers on the worst-case setup and hold paths
     - 60 ps
   * - Count of different cell masters after synthesis
     - 9
   * - Main area contributors after synthesis
     - dfrtp_1, mux2i_1, buf_4
   * - Post-CTS Hold Fix Bufs
     - 0
   * - Unrepaired setup endpoints after global routing
     - yes
   * - Die area
     - 0.00465 mm²
   * - Post-Syn Instances
     - 172
   * - Clock tree from TritonCTS
     - done
   * - Max capacitance violation total
     - 0
   * - Via count of the first global-routing pass
     - 1519
   * - RePlAce Congestion
     - roughly 0.72
   * - Maximum clock skew at final layout
     - 0 ps
   * - Initial core utilization
     - 42.6%
   * - Avg Inst Size Synth
     - 10.2 µm²
   * - Clock insertion delay at the later pin of the skew report
     - 280 ps
   * - Sink count of the clock tree
     - 32
   * - Final cycle utilization of the critical path
     - a little over nine tenths
   * - Final routed wirelength across all metal layers
     - 4530 µm
   * - DP Cell Count
     - roughly 320
   * - DRC marker count from the first detailed-route iteration
     - 51
   * - Setup Viol. Count Final
     - 0
   * - Largest fanout of any net on the critical path
     - 3
   * - Run status
     - completed
   * - Worst path buffer plus inverter count
     - 1
   * - Area figure in the yosys stat output
     - 0.00175 mm²
   * - Non-filler cells, final
     - approximately 360
   * - Via count normalized by instance count
     - 4.53
   * - Crit path DRT
     - ~960 ps
   * - CTS Buf Count
     - 5
   * - Largest Register
     - Data
   * - Fraction of synthesized cell area taken by the top area cell type
     - 45.7%
   * - Cell Rows
     - 23
   * - Number of remaining DRC errors
     - 0
   * - Most instantiated logic cells after routing
     - clkdlybuf4s50_1, dlygate4sd2_1
   * - Gr ovfl total
     - 0
   * - Num ports
     - 133
   * - Placeable core region
     - approximately 0.0041 mm²
   * - Stages on worst setup path
     - 1
   * - Vias
     - 1607
   * - Cell leakage power
     - 1.47 nW
   * - Leading cell type in the layout, fill and taps excluded
     - clkdlybuf4s50_1
   * - Max reg flops
     - 32
   * - Origin of the critical flop-to-flop path
     - Data[25]$_DFFE_PP0P_
   * - Number of antenna violations at the first check in global routing
     - 0
   * - Relative max-transition margin
     - 83.5%
   * - Register bit count reported by yosys
     - 32
   * - Launching instance or port of the critical path
     - Data[2]$_DFFE_PP0P_
   * - Tool Warnings
     - 29
   * - Last element of the critical path
     - BusMuxIn[2]
   * - Worst-Margin Slew
     - around 250 ps
   * - Final Max Tran Viols
     - 0
   * - Deepest clock path buffer count
     - 2
   * - Largest incremental delay on the critical path
     - about 400 ps
   * - Number of nets with antenna violations after routing
     - 0
   * - Pwr dens
     - 973 mW/mm²
   * - Yosys cell count
     - ~170
   * - Post-detailed-placement half-perimeter wirelength
     - 3140 µm
   * - Antenna fix cells
     - 0
   * - Total number of yosys warnings
     - 2
   * - First-pass iteration count of the detailed router
     - 4
   * - Endpoint of the lowest-slack register-to-register path
     - Data[25]$_DFFE_PP0P_
   * - Hold Crit Class
     - primary input to async pin
   * - Crit path max-delay family
     - flip-flops
   * - Layout cell share with drive strength beyond 1
     - 21.0%
   * - Htree depth
     - 2
   * - Reg-to-reg setup timing slack
     - 230 ps
   * - Final Hold Violating Endpoints
     - 0
   * - Layout-stage area growth over the synthesis result
     - 78.6%
   * - Sequential share of the synthesized area
     - 45.7%
   * - Chain of cells forming the critical path
     - dlygate4sd2_1
   * - Util after Layout
     - 76.0%
   * - R2R cell count
     - 5
   * - Synthesized cell area
     - around 0.0018 mm²
   * - Die height
     - 68.2 µm
   * - Cell with the largest stage delay on the worst path
     - dfrtp_1
[Yosys cell counts (all sizes together)]
cell / n
a21oi: 32
mux2i: 32
inv: 1
buf: 43
nor2: 32
dfrtp: 32
[cells by family after synthesis]
| logic type | share of synthesized area, % |
|---|---|
| buffers and inverters | 20.0 |
| flip-flops | 45.7 |
| AND-OR/OR-AND | 9.14 |
| multiplexers | 18.3 |
| AND/OR/NAND/NOR | 6.86 |
[worst register-to-register path: cells and delay by family (launching register included)]
family,cells,cell delay (ps)
AND/OR/NAND/NOR,1,80
flip-flops,1,380
AND-OR/OR-AND,1,40
buffers and inverters,3,360
[metal layers]
layer	vias up	wire (µm)	track usage (%)
li1	820	-	-
met1	708	1890	29.2
met2	74	2110	32.8
met3	5	474	5.91
met4	0	48	2.08
met5	-	0	0
[what timing repair did]
item | 4_1_cts | 5_1_grt
gates resized | 110 | 21
endpoints found under the hold margin | 0 | 0
setup buffers | 27 | 4
endpoints found under the setup margin | 64 | 23
[area by class of cell]
cell class / count / area (µm²)
clock buffer: 8 / 90.1
fill: 280 / 987
inverter: 1 / 3.75
multi-input combinational: 96 / 601
sequential: 32 / 801
tap: 50 / 62.6
timing repair buffer: 168 / 1570
[worst min path at each step]
| stage | startpoint | to | slack, ps | cells after the start |
|---|---|---|---|---|
| final | Clear | Data[3]$_DFFE_PP0P_ | 300 | 3 |
| after global routing | Clear | Data[3]$_DFFE_PP0P_ | 330 | 3 |
| after CTS | Clear | Data[3]$_DFFE_PP0P_ | 300 | 3 |
[through the flow]
stage | instance area (µm²) | TNS (ps) | hold WS, ps | worst slack [ps] | power (mW)
6_report | 3130 | 0 | 297 | 38.4 | 3.04
5_1_grt | 3130 | -34.7 | 333 | -17.9 | 3.24
4_1_cts | 3160 | -18.1 | 304 | -18.1 | 3.08
3_5_place_dp | 2880 | 0 | 537 | 108 | 2.18
3_3_place_gp | 2880 | 0 | 528 | 119 | 2.18
2_1_floorplan | 1750 | 0 | 356 | 269 | 1.63
[power by group]
| part | switching, mW | internal [mW] | total (mW) |
|---|---|---|---|
| Combinational | 0.252 | 0.677 | 0.930 |
| Sequential | 0.0791 | 1.19 | 1.27 |
| Clock | 0.375 | 0.467 | 0.842 |
Power and IR drop assume default switching activity.
