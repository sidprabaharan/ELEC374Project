## flow/design.v

```verilog
`timescale 1ns/10ps
module mux_32_1 (		
		input wire [31:0] MuxIn_R0,
		input wire [31:0] MuxIn_R1,
		input wire [31:0] MuxIn_R2, 
		input wire [31:0] MuxIn_R3, 
		input wire [31:0] MuxIn_R4, 
		input wire [31:0] MuxIn_R5, 
		input wire [31:0] MuxIn_R6, 
		input wire [31:0] MuxIn_R7,								
		input wire [31:0] MuxIn_R8, 
		input wire [31:0] MuxIn_R9, 
		input wire [31:0] MuxIn_R10, 
		input wire [31:0] MuxIn_R11, 
		input wire [31:0] MuxIn_R12, 
		input wire [31:0] MuxIn_R13, 
		input wire [31:0] MuxIn_R14, 
		input wire [31:0] MuxIn_R15,
		input wire [31:0] MuxIn_HI, 
		input wire [31:0] MuxIn_LO, 
		input wire [31:0] MuxIn_ZHI, 
		input wire [31:0] MuxIn_ZLO, 
		input wire [31:0] MuxIn_PC, 
		input wire [31:0] MuxIn_MDR, 
		input wire [31:0] MuxIn_Port, 
		input wire [31:0] MuxIn_C,
		input wire [4:0] Select,
		output reg [31:0] MuxOut
		);
		always @ (*) begin
			case (Select)
				5'b00000: MuxOut <= MuxIn_R0;
				5'b00001: MuxOut <= MuxIn_R1;
				5'b00010: MuxOut <= MuxIn_R2;
				5'b00011: MuxOut <= MuxIn_R3;
				5'b00100: MuxOut <= MuxIn_R4;
				5'b00101: MuxOut <= MuxIn_R5;
				5'b00110: MuxOut <= MuxIn_R6;
				5'b00111: MuxOut <= MuxIn_R7;
				5'b01000: MuxOut <= MuxIn_R8;
				5'b01001: MuxOut <= MuxIn_R9;
				5'b01010: MuxOut <= MuxIn_R10;
				5'b01011: MuxOut <= MuxIn_R11;
				5'b01100: MuxOut <= MuxIn_R12;
				5'b01101: MuxOut <= MuxIn_R13;
				5'b01110: MuxOut <= MuxIn_R14;
				5'b01111: MuxOut <= MuxIn_R15;
				5'b10000: MuxOut <= MuxIn_HI;
				5'b10001: MuxOut <= MuxIn_LO;
				5'b10010: MuxOut <= MuxIn_ZHI;
				5'b10011: MuxOut <= MuxIn_ZLO;
				5'b10100: MuxOut <= MuxIn_PC;
				5'b10101: MuxOut <= MuxIn_MDR;
				5'b10110: MuxOut <= MuxIn_Port;
				5'b10111: MuxOut <= MuxIn_C;
				default: MuxOut <= 32'b0;
			endcase	
		end 		
endmodule 
```

## flow/run.sh

```bash
#!/bin/bash
# OpenROAD 26Q1-2900-gdf79404cd8, Yosys 0.63+post, stock flow scripts
make -C /OpenROAD-flow-scripts/flow DESIGN_CONFIG=/design/flow/config.mk WORK_HOME=/design/flow/orfs finish
```

## flow/constraint.sdc

```tcl
current_design mux_32_1

set clk_period 4.9
set clk_io_pct 0.2

create_clock -name clk0 -period $clk_period

set non_clock_inputs [all_inputs -no_clocks]
set_input_delay [expr $clk_period * $clk_io_pct] -clock clk0 $non_clock_inputs
set_output_delay [expr $clk_period * $clk_io_pct] -clock clk0 [all_outputs]
```

## flow/config.mk

```make
export PLATFORM = sky130hd
export DESIGN_NAME = mux_32_1
export DESIGN_NICKNAME = mux_32_1
export VERILOG_FILES = /design/flow/design.v
export SDC_FILE = /design/flow/constraint.sdc
export NUM_CORES = 4
export LEC_CHECK = 1
export CORE_AREA = 10 10 312 312
export DIE_AREA = 0 0 322 322
```

==> changes_impl.md <==
### Changed

* Yosys cell count at 802
* Count of standard-cell rows at 110
* Number of clock buffer instances in the layout at 0
* Highest-count cells in the layout ignoring fill and taps: 798 x clkdlybuf4s50_1, 185 x a22oi_1, 120 x buf_4, 82 x mux2i_1, 39 x nand2_1
* Critical path data arrival time at 3870 ps
* Category of the worst setup path capture point: output port
* Actual slew at the worst max-slew pin at 965 ps
* Worst setup path class: input port to output port
* Log Warnings at 32
* Synthesized area per cell at 7.14 µm²
* Summed standard-cell area reported by yosys at 5720 µm²
* Post-Synthesis Cells at 802
* Required time worst endpoint at 3920 ps
* Leakage component of the power at 0.00558 µW
* Detail-routed via count per cell at 4.37
* Final Routed Wirelength at 127,000 µm
* Minimum clock period at 4850 ps
* Cell area after technology mapping at 5720 µm²
* Area of the chip at 104,000 µm²
* Number of top-level pins at 805
* Largest net degree at the start of global routing at 25
* Total Routing Usage GR at 0.235
* Layout filler cell count at 10,200
* Footprint of the multi-input gates at 5340 µm²
* Normalized max-slew margin at 0.351
* Largest fanout on the critical path at 23
* Power density over cell area at 86.1 nW/µm²
* Most numerous logic cell after layout: clkdlybuf4s50_1
* WHS at 2720 ps
* Global-route wire length before repair at 153,000 µm
* Final Slew Violations at 0
* Antenna violations before repair at 135
* HP Class: input port to output port
* Pre-CTS WS at -169 ps
* Fin crit share at 0.990
* Iter 0 DRT Violations at 1,461
* Worst setup SP type: input port
* X dimension of the die at 322 µm
* Vias at 12,500
* Cells on Worst Hold Path at 4
* Post-DP HPWL at 114,000 µm
* Reported max-cap violation count at 0
* Std-Cell Core Area at 90,300 µm²
* Via count of the first global-routing pass at 12,700
* Final setup violation count at 0
* Wire length per cell at 44.4 µm
* Final WS setup at 51.2 ps
* Init Core Util at 0.0634
* Signed area change from the synthesized netlist to the final layout at 183%
* Tally of yosys warning messages at 1
* Gpl congestion at 1.03
* Total Neg Setup Slack at 0 ps
* Run status: finished clean
* Pre-antenna DRT Iters at 6
* Register area at 0 µm²
* Max rail drop VDD at 0.0000235 V
* Hold Fails Final Rpt at 0
* Final global-route overflow total at 0
* Unrepaired setup endpoints after global routing: false
* Detailed-route DRC error count at 0
* Unique cell types at 62
* Final ANT Viol Nets at 0
* Share of synthesized area occupied by flip-flops and latches at 0
* Achievable Freq at 206 MHz
* Flip-flops at 0
* Fraction of layout instances using a drive strength above 1 at 0.121
* Number of setup buffers added after CTS at 0
* Buffers on Ports at 805
* Vertical die dimension at 322 µm
[report_power, final]
group	internal [µW]	switching [µW]	total (µW)
clock network	0.000647	0	0.000647
registers	0	0	0
logic	809	586	1390
total	809	586	1390
[worst paths after layout]
kind                      from  slack, ps         end
setup / recovery     Select[2]         50   MuxOut[6]
hold / removal    MuxIn_R8[22]       2720  MuxOut[22]
[cells in the mapped netlist, types with 11 or more instances]
library cell | count | share of area
a21oi_1 | 29 | 0.025
a221oi_1 | 26 | 0.040
a22o_1 | 22 | 0.034
a22oi_1 | 185 | 0.24
buf_2 | 47 | 0.041
buf_4 | 16 | 0.021
clkbuf_1 | 11 | 0.0072
mux2_2 | 13 | 0.026
mux2i_1 | 83 | 0.15
nand2_1 | 39 | 0.026
nand3_1 | 13 | 0.011
nand4_1 | 33 | 0.036
nor2_1 | 43 | 0.028
nor3_1 | 31 | 0.027
o22ai_1 | 17 | 0.019
o2bb2ai_1 | 11 | 0.017
[layer usage]
metal  GRT usage  vias to the layer above  share of wire
met5           0                        -         0.0076
met4      0.0416                      144          0.026
met3       0.133                      305           0.14
met2       0.374                     1062           0.45
met1       0.277                     5846           0.38
li1            -                     5148              -
[per-stage QoR]
stage / instances / total power [µW] / area, µm² / utilization
floorplan: 802 / 279 / 5720 / -
global route: 2841 / 1440 / 16200 / 0.179
finish: 2859 / 1390 / 16200 / 0.179
CTS: 2832 / 1400 / 16100 / 0.179
detailed placement: 2832 / 1390 / 16100 / 0.179
global placement: 2831 / 1400 / 16100 / 0.178
[critical path: stages]
cell and delay, ps:
buf_4 300, or3b_1 210, buf_4 340, nor2_2 70, buf_4 200, a22o_1 250, a2111oi_1 520, buf_2 270
buf_4 120, nand4_1 90, clkdlybuf4s50_1 510
[final cells by class]
| type | instances | area share |
|---|---|---|
| Timing Repair Buffer | 941 | 0.574 |
| Inverter | 6 | 0.00139 |
| Multi-Input combinational cell | 709 | 0.329 |
| Tap cell | 1176 | 0.0908 |
| Antenna cell | 27 | 0.00417 |
[timing repair]
action,in CTS,in global routing
endpoints found under the setup margin,2,1
gates resized,2,1
hold buffers,0,0
[cells by family (layout without fill, tap and decap cells)]
| group | Yosys count | in the layout | share of synthesized area |
|---|---|---|---|
| mux | 98 | 98 | 0.177 |
| simple gates | 255 | 255 | 0.254 |
| buf+inv | 93 | 947 | 0.0936 |
| compound gates | 356 | 356 | 0.476 |
| other cells | 0 | 27 | 0 |
Power and IR drop assume default switching activity.
